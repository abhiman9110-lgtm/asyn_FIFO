$ cat /design/flow/run.sh
#!/bin/bash
# OpenROAD 26Q1-2900-gdf79404cd8, Yosys 0.63+post, stock flow scripts
make -C /OpenROAD-flow-scripts/flow DESIGN_CONFIG=/design/flow/config.mk WORK_HOME=/design/flow/orfs finish
$ cat /design/flow/config.mk
export PLATFORM = sky130hd
export DESIGN_NAME = fifo1
export DESIGN_NICKNAME = fifo1
export VERILOG_FILES = /design/flow/design.v
export SDC_FILE = /design/flow/constraint.sdc
export NUM_CORES = 4
export LEC_CHECK = 1
export CORE_UTILIZATION = 30
$ cat /design/flow/constraint.sdc
current_design fifo1

set clk_period 21.1
set clk_io_pct 0.2

create_clock -name clk0 -period $clk_period [get_ports {rclk}]
create_clock -name clk1 -period $clk_period [get_ports {wclk}]

set non_clock_inputs [all_inputs -no_clocks]
set_input_delay [expr $clk_period * $clk_io_pct] -clock clk0 $non_clock_inputs
set_output_delay [expr $clk_period * $clk_io_pct] -clock clk0 [all_outputs]
$ cat /design/flow/design.v
module fifo1 #(parameter DSIZE = 8,
 parameter ASIZE = 7)
 (output [DSIZE-1:0] rdata,
 output wfull,
 output rempty,
 input [DSIZE-1:0] wdata,
 input winc, wclk, wrst_n,
 input rinc, rclk, rrst_n);
 wire [ASIZE-1:0] waddr, raddr;
 wire [ASIZE:0] wptr, rptr, wq2_rptr, rq2_wptr;
 sync_r2w sync_r2w (.wq2_rptr(wq2_rptr), .rptr(rptr),
 .wclk(wclk), .wrst_n(wrst_n));
 sync_w2r sync_w2r (.rq2_wptr(rq2_wptr), .wptr(wptr),
 .rclk(rclk), .rrst_n(rrst_n));
 fifomem #(DSIZE, ASIZE) fifomem
 (.rdata(rdata), .wdata(wdata),
 .waddr(waddr), .raddr(raddr),
 .wclken(winc), .wfull(wfull),
 .wclk(wclk));
 rptr_empty #(ASIZE) rptr_empty
 (.rempty(rempty),
 .raddr(raddr),
 .rptr(rptr), .rq2_wptr(rq2_wptr),
 .rinc(rinc), .rclk(rclk),
 .rrst_n(rrst_n));
 wptr_full #(ASIZE) wptr_full
 (.wfull(wfull), .waddr(waddr),
 .wptr(wptr), .wq2_rptr(wq2_rptr),
 .winc(winc), .wclk(wclk),
 .wrst_n(wrst_n));
endmodule
module fifomem #(parameter DATASIZE = 8,  
 parameter ADDRSIZE = 7)  
 (output [DATASIZE-1:0] rdata,
 input [DATASIZE-1:0] wdata,
 input [ADDRSIZE-1:0] waddr, raddr,
 input wclken, wfull, wclk);
 localparam DEPTH = 1<<ADDRSIZE;
 reg [DATASIZE-1:0] mem [0:DEPTH-1];
 assign rdata = mem[raddr];
 always @(posedge wclk)
 if (wclken && !wfull) mem[waddr] <= wdata;
endmodule
module sync_r2w #(parameter ADDRSIZE = 7)
 (output reg [ADDRSIZE:0] wq2_rptr,
 input [ADDRSIZE:0] rptr,
 input wclk, wrst_n);
 reg [ADDRSIZE:0] wq1_rptr;
 always @(posedge wclk or negedge wrst_n)
 if (!wrst_n) {wq2_rptr,wq1_rptr} <= 0;
 else {wq2_rptr,wq1_rptr} <= {wq1_rptr,rptr};
endmodule
module sync_w2r #(parameter ADDRSIZE = 7)
 (output reg [ADDRSIZE:0] rq2_wptr,
 input [ADDRSIZE:0] wptr,
 input rclk, rrst_n);
 reg [ADDRSIZE:0] rq1_wptr;
 always @(posedge rclk or negedge rrst_n)
 if (!rrst_n) {rq2_wptr,rq1_wptr} <= 0;
 else {rq2_wptr,rq1_wptr} <= {rq1_wptr,wptr};
endmodule
module rptr_empty #(parameter ADDRSIZE = 7)
 (output reg rempty,
 output [ADDRSIZE-1:0] raddr,
 output reg [ADDRSIZE :0] rptr,
 input [ADDRSIZE :0] rq2_wptr,
 input rinc, rclk, rrst_n);
 reg [ADDRSIZE:0] rbin;
 wire [ADDRSIZE:0] rgraynext, rbinnext;
 always @(posedge rclk or negedge rrst_n)
 if (!rrst_n) {rbin, rptr} <= 0;
 else {rbin, rptr} <= {rbinnext, rgraynext};
 assign raddr = rbin[ADDRSIZE-1:0];
 assign rbinnext = rbin + (rinc & ~rempty);
 assign rgraynext = (rbinnext>>1) ^ rbinnext;
 wire rempty_val;
 assign rempty_val = (rgraynext == rq2_wptr);
 always @(posedge rclk or negedge rrst_n)
 if (!rrst_n) rempty <= 1'b1;
 else rempty <= rempty_val;
endmodule
module wptr_full #(parameter ADDRSIZE = 7)
 (output reg wfull,
 output [ADDRSIZE-1:0] waddr,
 output reg [ADDRSIZE :0] wptr,
 input [ADDRSIZE :0] wq2_rptr,
 input winc, wclk, wrst_n);
 reg [ADDRSIZE:0] wbin;
 wire [ADDRSIZE:0] wgraynext, wbinnext;
 always @(posedge wclk or negedge wrst_n)
 if (!wrst_n) {wbin, wptr} <= 0;
 else {wbin, wptr} <= {wbinnext, wgraynext};
 assign waddr = wbin[ADDRSIZE-1:0];
 assign wbinnext = wbin + (winc & ~wfull);
 assign wgraynext = (wbinnext>>1) ^ wbinnext;
 wire wfull_val;
 assign wfull_val = (wgraynext=={~wq2_rptr[ADDRSIZE:ADDRSIZE-1],
 wq2_rptr[ADDRSIZE-2:0]});
 always @(posedge wclk or negedge wrst_n)
 if (!wrst_n) wfull <= 1'b0;
 else wfull <= wfull_val;
endmodule
==> notes.org <==
#+TITLE: Implementation results

** Power
- The switching portion of total power comes to 31.1%.
- Internal portion of total power :: 4290 µW
- Looking at the power breakdown, the clock network takes 30.9% of the total.
- Per report_power, the combinational group accounts for 28.3% of the total.
- Per the OpenROAD power report, switching power amounts to 1930 µW.
- Leakage :: 0.0152 µW
- Across the VDD grid, the largest voltage drop is 0.0000722 V.
- For this design the ratio of total power to cell area is 129 nW/µm².
- Fraction of power consumed by sequential logic :: 40.7%

** Worst setup path
- Maximum net fanout on the critical path :: 45
- According to the timing report, the data required time at the worst endpoint equals 16880 ps.
- The setup path with the least slack is of type reg2out.
- Setup slack, reg-to-reg :: 17580 ps
- Worst Path Arrival :: 6130 ps
- STA classifies the critical path startpoint as a flop.
- Capturing element type of the critical path :: primary output

** Synthesis
- The average instance in the mapped netlist occupies 20.0 µm².
- Portion of the post-synthesis area used by sequential elements :: 77.0%
- Per the synth stats, the proportion of register bits with asynchronous set or reset is 5.88%.
- Adders+Majority by Area :: 0.119%
- The cell area that synthesis handed to floorplanning was 42000 µm².
- Yosys cell count :: 2096
- Chip area from the yosys synthesis statistics :: 42000 µm²
- The netlist uses 45 different library cells.
- Per the synthesis report, the AND-OR/OR-AND share of the synthesized area is 3.48%.
- Count of library flops with an enable pin :: 1024
- XORs/XNORs by Area :: 0.891%
- Per the post-synthesis report, the number of cells in the design is 2096.
- Flip-flop cell with the highest count after synthesis :: edfxtp_1
- Proportion of synthesized area in mux cells :: 14.2%
- Yosys shows that the main logic family after synthesis is multiplexers.
- And+or+nand+nor area frac :: 2.72%
- Tally of yosys warning messages :: 5
- Total of flip-flops plus latches after synthesis :: 1088

** Clock network
- The timing report gives the clock slew at the launch and capture registers of the worst setup and hold paths as 50 ps.
- Post-CTS timing repair inserted 0 buffers for setup.
- Sinks on Clock Net :: 1088
- TritonCTS built the clock tree.

** GRT
- Number of antenna violations at the first check in global routing :: 1
- Entering global routing, the biggest net connects 80 pins.
- Wire length of the first global-routing pass :: 146000 µm
- Overall fraction of global-route tracks in use :: 15.0%
- Vias in the first global route :: 22425
- Total gr overflow :: 0

** Min path
- Worst min-delay path category :: reg2reg

** Layout
- Fill cells in the final layout number 12611.
- Post-Route Utilization :: 34.8%
- Ratio of cells with drive above 1 in the final layout :: 19.5%
- Area growth from synthesis to layout :: 14.4%

** Placement
- Final Wtd Congestion :: 0.877
- Count of buffers from port buffering :: 22
- Detailed placement ended at an HPWL of 59200 µm.

** Routing
- The final route contains 20381 vias.
- 1st-pass router iterations :: 5
- The script parses the final routing iteration and logs DRC violations as 0.
- The script logs the mean routed wire length per placed instance as 23.7 µm.
- In the routed layout, each cell is associated on average with a via count of 4.94.
- Antenna Diode Count :: 0
- Per the log, the first TritonRoute iteration ended with a DRC count of 1325.
- Tally of nets with antenna violations remaining after routing :: 0
- The wire length recorded after detailed routing is 98000 µm.

** Timing
- Setup TNS after final layout :: 0 ps
- Worst-margin pin slew :: 1010 ps
- In the final report, the number of endpoints failing setup comes to 0.
- Final count of pins violating max slew :: 0
- In the final report, the number of hold violations comes to 0.
- Clock skew on the completed layout was measured at 40.6 ps.
- Setup repair after global routing left no endpoint under its margin.
- In this run the tightest slew margin relative to its limit is 32.5%.

** Floorplanning
- According to the floorplan report, the total die area is 142000 µm².
- In the floorplan report the effective utilization is 30.4%.
- Total I/O pin count :: 24
- The floorplan step set the die height to 376 µm.
- Width of the chip :: 376 µm
- The floorplan has 136 rows.
- Placeable core region :: 138000 µm²

** Run
- In this run the maximum-capacitance check reported violations numbering 0.
- Warning total across the stage logs :: 27

** Outcome
- The run finished with clean final reports.
[per-layer routing]
| metal | vias to the layer above | track usage, % | wire [µm] | part of all wire (%) |
|---|---|---|---|---|
| met3 | 154 | 12.2 | 17200 | 18 |
| met1 | 10226 | 17.5 | 34400 | 35 |
| met4 | 12 | 3.17 | 2400 | 2.5 |
| li1 | 8721 | - | - | - |
| met5 | - | 1.68 | 323 | 0.33 |
| met2 | 1268 | 21.5 | 43700 | 45 |
[cell usage after synthesis, types with 2 or more instances]
cell type / count / area [µm²]
edfxtp_1: 1024 / 30700
mux4_2: 192 / 4320
mux2i_1: 161 / 1610
nor2_1: 135 / 507
a22oi_1: 72 / 541
a21oi_1: 66 / 330
o22ai_1: 64 / 400
dfrtp_1: 63 / 1580
clkbuf_1: 57 / 214
nor3_1: 36 / 180
nand2_1: 27 / 101
buf_2: 25 / 125
xor2_1: 22 / 193
buf_4: 21 / 158
xnor2_1: 17 / 149
nand3_1: 14 / 70.1
buf_6: 11 / 124
buf_1: 9 / 33.8
nor2b_1: 8 / 50.1
o21ai_0: 8 / 40.0
o32ai_1: 8 / 70.1
a211oi_1: 7 / 52.6
inv_1: 7 / 26.3
nand2b_1: 6 / 37.5
ha_1: 4 / 50.1
or3b_2: 4 / 35.0
nand3b_1: 3 / 22.5
nor4_1: 3 / 18.8
and2_1: 2 / 12.5
and3_1: 2 / 12.5
nand4_1: 2 / 12.5
or2_2: 2 / 12.5
xor2_2: 2 / 32.5
[sequential cells by signal (all words and copies together), names as in the netlist, 7 cells and up]
name,cells
sync_r2w.wq1_rptr,8
fifomem.mem,1024
rptr_empty.rptr,8
rptr_empty.rbin,7
wptr_full.wptr,8
sync_w2r.rq2_wptr,8
sync_w2r.rq1_wptr,8
wptr_full.wbin,7
sync_r2w.wq2_rptr,8
[power by group through the flow]
stage                 Clock [µW]  Combinational (µW)  Sequential [µW]
after global routing        2050                1900             2550
after CTS                   1960                1770             2530
final                       1920                1760             2530
[area by class of cell]
class / instances / area, µm² / share of cell area, %
Clock inverter: 72 / 847 / 1.76
Clock buffer: 126 / 2730 / 5.68
Tap cell: 1863 / 2330 / 4.85
Multi-Input combinational cell: 878 / 8980 / 18.7
Timing Repair Buffer: 95 / 768 / 1.60
Sequential cell: 1088 / 32400 / 67.4
Inverter: 7 / 26.3 / 0.0547
[path summary, 6_finish.rpt]
path | start | endpoint | cells past startpoint
max | rptr_empty.rbin[0] | rdata[2] | 11
min | sync_w2r.rq1_wptr[6] | sync_w2r.rq2_wptr[6] | 0
max reg2reg | rptr_empty.rbin[0] | rptr_empty.rempty | 9
min reg2reg | sync_w2r.rq1_wptr[6] | sync_w2r.rq2_wptr[6] | 0
max in group clk1 | winc | wptr_full.wfull | 10
max in group asynchronous | rrst_n | rptr_empty.rbin[0] | 2
min in group clk1 | sync_r2w.wq1_rptr[1] | sync_r2w.wq2_rptr[1] | 0
min in group asynchronous | wrst_n | wptr_full.wptr[5] | 2
[repair_timing]
item | 4_1_cts | 5_1_grt
endpoints found under the hold margin | 8 | 0
hold buffers | 8 | 0
endpoints found under the setup margin | 0 | 0
gates resized | 0 | 0
[kinds of logic after synthesis]
logic type / after synthesis
AND-OR/OR-AND: 228
XOR/XNOR: 41
adder cells (fa/ha/maj): 4
buffers and inverters: 130
flip-flops: 1088
multiplexers: 354
AND/OR/NAND/NOR: 251
[placed cells by master, fill, tap and decap left out, types with 60 or more instances in the layout]
cell and instances:
mux2i_1 161, o22ai_1 64, dfrtp_1 60, buf_4 73
a22oi_1 72, a21oi_1 66, mux4_2 192, clkbuf_16 106
nor2_1 134, edfxtp_1 1024
[stage by stage]
step | cell area (µm²) | hold WS (ps) | total power (µW) | setup WS, ps | cells
floorplan | 42000 | 331 | 3710 | 14900 | 2096
global placement | 44400 | 332 | 4330 | 10980 | 3923
detailed placement | 44400 | 335 | 4340 | 10980 | 3923
CTS | 48000 | 345 | 6270 | 10660 | 4129
global route | 48000 | 349 | 6490 | 10220 | 4129
finish | 48000 | 344 | 6220 | 10750 | 4129
[worst max-delay path, stage by stage (launching register included)]
cell,delay [ps]
dfrtp_4,820
buf_4,600
buf_4,690
buf_4,730
buf_4,670
mux2i_1,160
o22ai_1,200
nor3_1,80
a21oi_1,220
a21oi_1,100
o32ai_1,830
clkdlybuf4s50_1,620
Power and IR drop assume default switching activity.
